## /design/flow/design.v

```verilog
module MUX2#(parameter WIDTH=32)(
	input wire [WIDTH-1:0] IN1,
input wire [WIDTH-1:0] IN2,
input wire sel,
output wire [WIDTH-1:0] out
);
assign out=(sel?IN2:IN1); 
endmodule 
module control_unit(
	input [5:0] opcode,
	input [5:0] func,
	output reg MemtoReg,MemWrite,Branch,ALUSrc,RegDest,RegWrie,
	output reg [2:0] ALUControl
);
parameter [2:0] ALU_add='b010;
parameter [2:0] ALU_sub='b110;
parameter [2:0] ALU_and='b000;
parameter [2:0] ALU_or='b001;
parameter [2:0] ALU_slt='b111;
parameter [5:0] opcode_R='b0;
parameter [5:0] opcode_lw='b100011;
parameter [5:0] opcode_sw='b101011;
parameter [5:0] opcode_beq='b000100;
always @(*)begin
	case (opcode)
	opcode_R: begin
		RegWrie='b1;
		RegDest='b1;
		ALUSrc='b0;
		Branch='b0;
		MemWrite='b0;
		MemtoReg= 'b0;
		if(func=='b100000 )begin
			ALUControl=ALU_add;
		end
		else if(func=='b100010)begin
			ALUControl=ALU_sub;
		end
		else if(func=='b100100)begin
			ALUControl=ALU_and;
		end
		else if(func=='b100101)begin
			ALUControl=ALU_or;
		end
		else if(func=='b101010)begin
			ALUControl=ALU_slt;
		end
		else begin
			ALUControl='b0;
		end
	end
	opcode_lw: begin
		RegWrie='b1;
		RegDest='b0;
		ALUSrc='b1;
		Branch='b0;
		MemWrite='b0;
		MemtoReg= 'b1;
		ALUControl=ALU_add;
	end
	opcode_sw: begin
		RegWrie='b0;
		RegDest='b0;
		ALUSrc='b1;
		Branch='b0;
		MemWrite='b1;
		MemtoReg= 'b0;
		ALUControl=ALU_add;
	end
	opcode_beq: begin
		RegWrie='b0;
		RegDest='b0;
		ALUSrc='b0;
		Branch='b1;
		MemWrite='b0;
		MemtoReg= 'b0;
		ALUControl=ALU_sub;
	end
	default: begin
		RegWrie='b0;
		RegDest='b0;
		ALUSrc='b0;
		Branch='b0;
		MemWrite='b0;
		MemtoReg= 'b0;
		ALUControl='b0;
	end
	endcase
end
endmodule 
module decode(
	input clk,rst,WE3,
	input [31:0] instruction,WD3,PCPlus4D,ALUOutM,
	input [4:0] A3,
	output Branch,MemtoReg,MemWrite,ALUSrc,RegDest,RegWrie,PCSrcD,ForwardAD,ForwardBD,
	output [2:0] ALUControl,
	output [31:0] SignImmD,PCBranchD,RD1,RD2,
	output [4:0]  Rsd,RtD,RdD
);
wire equalD;
wire [31:0] SignImmD_internal,M1,M2;
register_file RF(
	.A1(instruction[25:21]),
	.A2(instruction[20:16]),
	.A3(A3),
	.WD3(WD3),
	.WE3(WE3),
	.clk(clk),
	.rst(rst),
	.RD1(RD1),
	.RD2(RD2)
);
control_unit CU(
	.opcode(instruction[31:26]),
	.func(instruction[5:0]),
	.MemtoReg(MemtoReg),
	.MemWrite(MemWrite),
	.Branch(Branch),
	.ALUSrc(ALUSrc),
	.RegDest(RegDest),
	.RegWrie(RegWrie),
	.ALUControl(ALUControl)
);
MUX2#(.WIDTH(32)) Mux1(
	.IN1(RD1),
	.IN2(ALUOutM),
	.sel(ForwardAD),
	.out(M1)
);
MUX2#(.WIDTH(32)) Mux2(
	.IN1(RD2),
	.IN2(ALUOutM),
	.sel(ForwardBD),
	.out(M2)
);
assign SignImmD_internal={{16{instruction[15]}},instruction[15:0]};
assign SignImmD=SignImmD_internal;
assign RsD=instruction[25:21];
assign RtD=instruction[20:16];
assign RdD=instruction[15:11];
assign PCBranchD=PCPlus4D+(SignImmD_internal<<2);
assign equalD=M1==M2;
assign PCSrcD=equalD & Branch;
endmodule
module decode_reg(
	input clk,rst,clear,
	input [31:0] instruction,WD3,PCPlus4D,ALUOutM,
	input [4:0] A3,
	output PCSrcD,
	output [31:0]PCBranchD,
	output reg MemtoRegE,MemWriteE,ALUSrcE,RegDestE,RegWrieE,ForwardADE,ForwardBDE,
	output reg [31:0] SignImmE,RD1E,RD2E,RsdE,RtDE,RdDE,
	output reg [2:0] ALUControlE
);
wire MemtoReg,MemWrite,ALUSrc,RegDest,RegWrie,ForwardAD,ForwardBD;
wire [31:0] SignImmD,RD1,RD2,Rsd,RtD,RdD;
wire[2:0]ALUControl;
always @(posedge clk or negedge rst) begin
	if (!rst) begin
		MemtoRegE<=0;
		MemWriteE<=0;
		ALUSrcE<=0;
		RegDestE<=0;
		RegWrieE<=0;
		ForwardADE<=0;
		ForwardBDE<=0;
		SignImmE<=0;
		RD1E<=0;
		RD2E<=0;
		RsdE<=0;
		RtDE<=0;
		RdDE<=0;
		ALUControlE<=0;
	end
	else if (clear) begin
		MemtoRegE<=0;
		MemWriteE<=0;
		ALUSrcE<=0;
		RegDestE<=0;
		RegWrieE<=0;
		ForwardADE<=0;
		ForwardBDE<=0;
		SignImmE<=0;
		RD1E<=0;
		RD2E<=0;
		RsdE<=0;
		RtDE<=0;
		RdDE<=0;
		ALUControlE<=0;
	end
	else begin
		MemtoRegE<=MemtoReg;
		MemWriteE<=MemWrite;
		ALUSrcE<=ALUSrc;
		RegDestE<=RegDest;
		RegWrieE<=RegWrie;
		ForwardADE<=ForwardAD;
		ForwardBDE<=ForwardBD;
		SignImmE<=SignImmD;
		RD1E<=RD1;
		RD2E<=RD2;
		RsdE<=Rsd;
		RtDE<=RtDE;
		RdDE<=RdDE;
		ALUControlE<=ALUControl;
	end
end
decode dec(
	.clk(clk),
	.rst(rst),
	.instruction(instruction),
	.WD3(WD3),
	.Rsd(Rsd),
	.RtD(RtD),
	.RdD(RdD),
	.PCPlus4D(PCPlus4D),
	.ALUOutM(ALUOutM),
	.A3(A3),
	.MemtoReg(MemtoReg),
	.MemWrite(MemWrite),
	.ALUSrc(ALUSrc),
	.RegDest(RegDest),
	.RegWrie(RegWrie),
	.PCSrcD(PCSrcD),
	.ForwardAD(ForwardAD),
	.ForwardBD(ForwardBD),
	.ALUControl(ALUControl),
	.SignImmD(SignImmD),
	.RD1(RD1),
	.RD2(RD2),
	.PCBranchD(PCBranchD)
);
endmodule 
module register_file(
	input [4:0] A1,A2,A3,
	input [31:0] WD3,
	input WE3,clk,rst,
	output reg [31:0] RD1,RD2
);
	integer i;
	reg [31:0] Registers [0:31];
	always @(posedge clk or negedge rst) begin
		if(!rst)begin
			for (i=0;i<32;i=i+1) begin
				Registers[i]<=i;
			end
		end
		else begin
			RD1<=Registers[A1];
			RD2<=Registers[A2];
			if (WE3) begin
				Registers[A3] <=WD3;
			end
		end
	end
endmodule
```

## /design/flow/run.sh

```bash
#!/bin/bash
# OpenROAD 26Q1-2900-gdf79404cd8, Yosys 0.63+post, stock flow scripts
make -C /OpenROAD-flow-scripts/flow DESIGN_CONFIG=/design/flow/config.mk WORK_HOME=/design/flow/orfs finish
```

## /design/flow/config.mk

```make
export PLATFORM = sky130hd
export DESIGN_NAME = decode_reg
export DESIGN_NICKNAME = decode_reg
export VERILOG_FILES = /design/flow/design.v
export SDC_FILE = /design/flow/constraint.sdc
export NUM_CORES = 4
export LEC_CHECK = 1
export CORE_AREA = 10 10 150 150
export DIE_AREA = 0 0 160 160
```

## /design/flow/constraint.sdc

```tcl
current_design decode_reg

set clk_period 11.0
set clk_io_pct 0.2

create_clock -name clk0 -period $clk_period [get_ports {clk}]

set non_clock_inputs [all_inputs -no_clocks]
set_input_delay [expr $clk_period * $clk_io_pct] -clock clk0 $non_clock_inputs
set_output_delay [expr $clk_period * $clk_io_pct] -clock clk0 [all_outputs]
```

==> impl_metrics.yaml <==
# flow metrics
sta:
  max_slew_margin: 0.630
  fin_crit_ps: 7520
  worst_slack_ps: 3480
  fin_tns_setup_ps: 0
  rsz0062_at_grt: "false"
  finalCritPeriodShare: 0.684
  finalSetupViolations: 0
  fin_skew_ps: 2.58
  final_hold_viol_count: 0
  tightest_slew_ps: 550
  slew_violations: 0
  fmax_mhz: 133
critical_path:
  cp_top_family: "AND-OR/OR-AND gates"
  crit_chain: "clkdlybuf4s50_1, ha_1, o21ai_1, o21a_1, o31ai_2, a41oi_2, o31ai_4, a311oi_2, xnor2_1, clkdlybuf4s50_1"
  crit_path_start_kind: "input pin"
  cpPeakStageDelay_ps: 500
  end_kind: "primary output"
  path_max_fanout: 5
  cpMaxStageDelayCell: "clkdlybuf4s50_1"
  crit_buf_inv: 2
  cpMostUsedCell: "clkdlybuf4s50_1"
  rrSetupSlack_ps: 10340
  worst-setup-path-type: "input pin to primary output"
  cp.required_ps: 8800
  critPathArrivalTime_ps: 5320
synthesis:
  async_flop_share: 0.773
  yosysChipArea_mm2: 0.00445
  post_synth.cell_area_avg_um2: 8.63
  netlist_area_mm2: 0.00445
  flop_cell: "dfrtp_1"
  top_cells_by_count: "170 x buf_4, 34 x dfrtp_1, 29 x ha_1, 29 x nor2b_1"
  synth_stat.cells: 516
  synth_dominant_cell_count: "buf_4"
  synth_cells: 516
  edf_count: 10
  synth_cell_types: 46
  synth_seq_share: 0.258
  synth_flops: 44
  yosys_warnings: 16
  yosysTopAreaCellShare: 0.287
  topCellsByArea: "buf_4 29%, dfrtp_1 19%, ha_1 8.1%, edfxtp_1 6.7%, xnor2_1 4.1%"
  yosysTopAreaCell: "buf_4"
place:
  place_area_mm2: 0.00546
  place_congestion: 0.881
  place_hpwl_um: 11500
  port_buffers: 145
  pre_cts_slack_ps: 3450
  place_inst: 889
clocking:
  cts.reportedPaths.clkPinSlew_ps: 60
  cts_buffer_depth: 2
  cts-resized-gates: 0
  cts_max_level: 2
  cts.sinks: 44
  cts_made_buffers: 5
  cts_hold_buffers: 0
  post-cts-setup-buffers: 0
  insertion_delay_ps: 280
  cts.root.buffer_cell: "clkbuf_16"
  cts_tree: "built"
outcome:
  outcome: "complete, no violations"
final_layout:
  finalNonFillerCells: 898
  logic_area_mm2: 0.00247
  areaGrowthSynthToFinish_pct: 26.5
  design_area_mm2: 0.00563
  nFillCells: 2078
  drive_gt1_frac: 0.0332
  seq_area_mm2: 0.00115
route:
  post-route-drc-count: 0
  wl_per_cell_um: 14.4
  vias_per_cell: 3.75
  drtIter0Drc: 107
  vias: 3371
  drtPass1Iterations: 4
  ant_nets: 0
  routed_wl_um: 13000
floorplan:
  core_util_floorplan: 0.230
  coreArea_mm2: 0.0194
  die_width_um: 160
  die_area_mm2: 0.0256
  die_height_um: 160
  io-pin-count: 371
  rows: 51
global_route:
  grt_pass1_vias: 3592
  overflow: 0
  grt_max_degree: 45
  antenna_found_initial: 1
  grt_usage: 0.0942
  grt_pass1_wl_um: 19300
power:
  p_leak_nw: 2.52
  total_power_w: 0.000547
  irDropWorstVdd_uv: 59.6
  power.density_mw_per_mm2: 97.2
hold_path:
  hold_path.class: "register to register"
job:
  tool_warnings: 94
  maxCapViolations: 0
-- worst paths after layout --
kind | startpoint | to | cells after the start
setup / recovery | instruction[3] | PCBranchD[27] | 10
hold / removal | dec.RF.RD2[3] | RD2E[3] | 1
setup reg to reg | dec.RF.RD2[1] | RD2E[1] | 1
hold reg to reg | dec.RF.RD2[3] | RD2E[3] | 1
max in group asynchronous | rst | ALUControlE[1] | 2
min in group asynchronous | rst | MemtoRegE | 2
-- routing by layer --
metal / track usage / vias up / share of wire
li1: - / 1650 / -
met3: 0.0347 / 9 / 0.092
met1: 0.113 / 1520 / 0.41
met4: 0.00710 / 0 / 0.0076
met2: 0.164 / 192 / 0.49
met5: 0 / - / 0
-- state kept, by name, indices dropped and copies added (netlist names) --
signal and flops:
ALUControlE 3, ALUSrcE 1, MemWriteE 1, MemtoRegE 1, RD1E 5, RD2E 5, RegDestE 1, RegWrieE 1
SignImmE 16, dec.RF.RD1 5, dec.RF.RD2 5
-- layout make-up --
cell class                      instances  area share
Timing Repair Buffer                  148       0.261
Clock buffer                            6      0.0267
Tap cell                              265      0.0589
Sequential cell                        44       0.204
Inverter                               10     0.00666
Multi-Input combinational cell        422       0.439
Antenna cell                            1    0.000444
Clock inverter                          2     0.00289
-- through the flow --
step / hold WS, ps / util
6_report: 507 / 0.290
5_1_grt: 543 / 0.290
4_1_cts: 518 / 0.290
3_5_place_dp: 502 / 0.282
3_3_place_gp: 495 / 0.282
2_1_floorplan: 488 / -
-- cell usage in the layout (no fill, tap or decap), types with 2 or more instances in the layout --
cell type and n:
a211oi_1 5, a21o_1 9, a21oi_1 27, a311oi_2 2
a31oi_1 8, and2_1 6, and3_1 4, buf_4 3
clkbuf_16 6, clkdlybuf4s50_1 144, conb_1 152, dfrtp_1 34
edfxtp_1 10, ha_1 29, inv_1 10, nand2_1 27
nand3_1 5, nand4_1 4, nor2_1 20, nor2b_1 29
nor3_1 8, nor3b_1 2, o211ai_1 4, o21a_1 6
o21ai_0 16, o21bai_1 5, o31ai_1 2, or2_2 2
xnor2_1 21, xor2_1 13
-- logic make-up (layout without fill, tap and decap cells) --
kind of cell,count (synthesis),count (layout),share of synthesized area
buf+inv,201,166,0.313
simple gates,109,109,0.124
flops,44,44,0.259
other cells,1,153,0.000842
xor+xnor,34,34,0.0669
fa+ha+maj,30,30,0.0860
compound gates,97,97,0.150
-- where the power goes --
part           internal, W  switching [W]
clock            0.0000985      0.0000590
combinational     0.000121      0.0000897
sequential        0.000176     0.00000345
total             0.000395       0.000152
No activity file was given, so power comes from the tool's default toggle rates.
