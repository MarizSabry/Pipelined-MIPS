===== flow/run.sh =====
#!/bin/bash
# OpenROAD 26Q1-2900-gdf79404cd8, Yosys 0.63+post, stock flow scripts
make -C /OpenROAD-flow-scripts/flow DESIGN_CONFIG=/design/flow/config.mk WORK_HOME=/design/flow/orfs finish

===== flow/config.mk =====
export PLATFORM = sky130hd
export DESIGN_NAME = execute
export DESIGN_NICKNAME = execute
export VERILOG_FILES = /design/flow/design.v
export SDC_FILE = /design/flow/constraint.sdc
export NUM_CORES = 4
export LEC_CHECK = 1
export CORE_UTILIZATION = 40

===== flow/constraint.sdc =====
current_design execute

set clk_period 15.0
set clk_io_pct 0.2

create_clock -name clk0 -period $clk_period

set non_clock_inputs [all_inputs -no_clocks]
set_input_delay [expr $clk_period * $clk_io_pct] -clock clk0 $non_clock_inputs
set_output_delay [expr $clk_period * $clk_io_pct] -clock clk0 [all_outputs]

===== flow/design.v =====
module ALU(
	input  [31:0] SrcAE,
    input  [31:0] SrcBE, 
    output  reg [31:0] ALUOut, 
	input  [2:0] ALUControlE );
wire [31:0] BSigned, Sum;
assign BSigned = ALUControlE[2]? ~SrcBE:SrcBE;
assign Sum = SrcAE + BSigned + ALUControlE[2];
always@(*) begin
case (ALUControlE)
	3'b000: ALUOut <= SrcAE & BSigned;
	3'b001: ALUOut <= SrcAE | BSigned;
	3'b010: ALUOut <= SrcAE + SrcBE;
	3'b100: ALUOut <= SrcAE & BSigned;
	3'b101: ALUOut <= SrcAE | BSigned;
	3'b110: ALUOut <= SrcAE - SrcBE;
	3'b111: ALUOut <= Sum[31];  
	default : ALUOut <= 'b0;
endcase
end
endmodule
module MUX2#(parameter WIDTH=32)(
	input wire [WIDTH-1:0] IN1,
input wire [WIDTH-1:0] IN2,
input wire sel,
output wire [WIDTH-1:0] out
);
assign out=(sel?IN2:IN1); 
endmodule 
module MUX4 (
	input [31:0] A, 
	input [31:0] B, 
	input [31:0] C, 
	input [31:0] D,
	input [1:0]  select, 
	output reg [31:0] Out);
always@(*) begin
	case(select)
		2'b00: Out <= A;
		2'b01: Out <= B;
		2'b10: Out <= C;
		2'b11: Out <= D;
	endcase
end 
endmodule
module execute (
		   input [2:0] ALUControlE, 
	       input  ALUSrcE,
	       input  RegDstE,
	       input  [1:0] ForwardAE,
	       input  [1:0] ForwardBE,
	       input  [31:0]RD1E,
	       input  [31:0]RD2E,
	       input  [31:0]ALUOutM,
	       input  [31:0]ResultW,
	       input  [31:0]SignImmE,
	       input  [4:0]RdE,
	       input  [4:0]RtE,
	       output [31:0] WriteDataE,
	       output [4:0] WriteRegE,
	       output [31:0] ALUOutE
);
wire [31:0] Bmux_out,SrcAE,SrcBE;
wire [4:0] Rmux_Out;
assign WriteDataE = Bmux_out;
MUX2 #( .WIDTH('d5)) 
Rmux (
	.IN1(RtE),
	.IN2(RdE),
	.sel(RegDstE),
	.out(Rmux_Out));
MUX2 BSignmux (	
	.IN1(Bmux_out),
	.IN2(SignImmE),
	.sel(ALUSrcE),
	.out(SrcBE));
MUX4 Amux (	
	.A(RD1E),
	.B(ResultW),
	.C(ALUOutM),
	.D('b0),
	.select(ForwardAE),
	.Out(SrcAE));
MUX4 Bmux (
	.A(RD2E),
	.B(ResultW),
	.C(ALUOutM),
	.D('b0),
	.select(ForwardBE),
	.Out(Bmux_out));
ALU alu(	
	.SrcAE(SrcAE),
	.SrcBE(SrcBE),
	.ALUOut(ALUOutE),
	.ALUControlE(ALUControlE));
endmodule

==> results.sh <==
# yosys + openroad results
export IMPL_globalRouteOverflowTotal=0
export IMPL_dieArea_sq_um=16830
export IMPL_hold_buffers=0
export IMPL_wl_microns=25560
export IMPL_postLayoutCellArea_sq_um=8980
export IMPL_hold_class="input port to primary output"
export IMPL_outcome="finished clean"
export IMPL_route_detailed_drc=0
export IMPL_slew_headroom_pct=38.17
export IMPL_synthTopLogicFamily="AND-OR/OR-AND gates"
export IMPL_synth_seq_share_pct=0
export IMPL_critical_path_top_delay_family="AND-OR/OR-AND gates"
export IMPL_cp_start_kind="input port"
export IMPL_antenna_left=0
export IMPL_cts_resized_gates=0
export IMPL_power_density_nw_per_um2=48.95
export IMPL_dp_hpwl_microns=21480
export IMPL_grt_pass1_wl_microns=38780
export IMPL_synth_area_mux_share_pct=13.86
export IMPL_dp_cells=1347
export IMPL_final_cell_mix="clkdlybuf4s50_1, ha_1, o21ai_0"
export IMPL_synth_cells=934
export IMPL_rsz0062_at_grt="no"
export IMPL_post_cts_buffers=0
export IMPL_fmax_ghz=0.08085
export IMPL_areaGrowthSynthToFinish_pct=37.62
export IMPL_cp_arrival_ns=9.37
export IMPL_fin_cells=1347
export IMPL_tightest_slew_ns=0.9178
export IMPL_ios=248
export IMPL_cp_required_ns=12.00
export IMPL_routabilityCongestion=1.030
export IMPL_placedInstanceArea_sq_um=8980
export IMPL_initCoreUtil_pct=41.08
export IMPL_hold_viol_final=0
export IMPL_ys_types=70
export IMPL_antenna_found_initial=0
export IMPL_dr_first_iter_drc_count=447
export IMPL_critPathCaptureType="primary output"
export IMPL_syn_avg_cell_area_sq_um=6.986
export IMPL_via_per_inst=5.471
export IMPL_cpMaxStageDelayCell="buf_4"
export IMPL_wl_per_cell_microns=18.98
export IMPL_seq_area_sq_um=0
export IMPL_finalPower_uw=439.6
export IMPL_die_h_microns=129.7
export IMPL_vias=7369
export IMPL_slowest_delay_ns=0.55
export IMPL_warnings=81
export IMPL_lay_top_count="clkdlybuf4s50_1"
export IMPL_num_rows=46
export IMPL_period_needed_ns=12.37
export IMPL_yosys_cells=934
export IMPL_core_sq_um=15890
export IMPL_finalCritPeriodShare_pct=82.46
export IMPL_cp_num_buf_inv=4
export IMPL_ir_drop_v=0.00002309
export IMPL_min_to="WriteDataE[28]"
export IMPL_synth_cellmix_simpleShare_pct=17.58
export IMPL_dr_pass1_iters=5
export IMPL_finalMaxSlewViolations=0
export IMPL_grtUsageTotal_pct=30.65
export IMPL_finish_utilization_pct=56.53
export IMPL_grt_max_degree=53
export IMPL_hold_start="ALUOutM[28]"
export IMPL_maxCapViolCount=0
export IMPL_aoi_share_pct=28.97
export IMPL_adder_share_pct=19.48
export IMPL_io_buffers=232
export IMPL_fillers=1600
export IMPL_cp_common_cell="o21ai_0"
export IMPL_diodes=0
export IMPL_finalSetupViolCount=0
export IMPL_setup_worst_path_class="input port to primary output"
export IMPL_setup_tns_ns=0
export IMPL_clock_buffers=0
export IMPL_die_x_microns=129.7
export IMPL_ys_sh_xor_pct=11.54
export IMPL_synth_area_sq_um=6525
export IMPL_worstHoldPathCells=3
export IMPL_synth_warnings=7
export IMPL_p_leak_uw=0.004058
export IMPL_grt_pass1_vias=6829
export IMPL_flop_count=0
export IMPL_cp_cell_sequence="buf_2, buf_4, nor2b_2, buf_4, a2bb2oi_1, nand2_1, o21ai_0, ha_1, and4bb_1, nand2_1, or4b_4, o41ai_1, xor2_1, ha_1, a21o_1, a21o_1, a21oi_1, o21ai_0, a41oi_1, o21ai_0, mux2i_1, o41ai_1, o211ai_1, clkdlybuf4s50_1"
export IMPL_crit_path_max_fanout=47
export IMPL_drive_gt1_share_pct=4.067
export IMPL_synth_area_yosys_sq_um=6525
per-stage QoR:
step                hold slack (ns)  setup slack, ns
global placement              6.972            2.648
CTS                           6.971            2.629
finish                        6.966            2.632
floorplan                     6.052            4.498
detailed placement            6.971            2.673
global route                  7.010            2.258
worst max path at each step:
stage,startpoint,end,slack [ns],cells past startpoint
finish,ForwardBE[0],ALUOutE[30],2.63,24
global route,ForwardBE[0],ALUOutE[30],2.26,24
CTS,ForwardBE[0],ALUOutE[30],2.63,24
logic make-up after synthesis:
logic type,after synthesis
buffers and inverters,133
XOR/XNOR,86
AND/OR/NAND/NOR,227
adder cells (fa/ha/maj),101
multiplexers,90
AND-OR/OR-AND,296
other,1
metal layers:
| layer | vias to the layer above | GRT usage, % | part of all wire (%) |
|---|---|---|---|
| li1 | 3734 | - | - |
| met1 | 3374 | 47.39 | 50 |
| met2 | 247 | 45.96 | 43 |
| met5 | - | 0 | 0 |
| met3 | 14 | 4.885 | 6.4 |
| met4 | 0 | 3.010 | 1.1 |
cell type report:
type	instances	area, sq um	area share [%]
Inverter	77	289.0	3.219
Multi-Input combinational cell	805	5991	66.71
Tap cell	216	270.3	3.010
Timing Repair Buffer	249	2430	27.06
synth_stat cells (5+ instances only):
| cell | number | area, sq um |
|---|---|---|
| nand3_1 | 9 | 45.04 |
| nor2_1 | 46 | 172.7 |
| o21ai_0 | 97 | 485.5 |
| o21a_1 | 6 | 45.04 |
| mux2i_1 | 87 | 870.8 |
| inv_1 | 76 | 285.3 |
| or2_2 | 6 | 37.54 |
| nor2b_1 | 12 | 75.07 |
| o2bb2ai_1 | 9 | 78.83 |
| ha_1 | 100 | 1251 |
| a21oi_1 | 58 | 290.3 |
| xor2_1 | 29 | 254.0 |
| nor3_1 | 7 | 35.03 |
| nand4_1 | 10 | 62.56 |
| o211ai_1 | 15 | 112.6 |
| clkbuf_1 | 34 | 127.6 |
| buf_4 | 7 | 52.55 |
| a211oi_1 | 6 | 45.04 |
| xnor2_1 | 57 | 499.2 |
| buf_2 | 5 | 25.02 |
| nand4bb_1 | 5 | 56.30 |
| o22ai_1 | 22 | 137.6 |
| a21o_1 | 33 | 247.7 |
| o21bai_1 | 5 | 37.54 |
| buf_1 | 7 | 26.28 |
| nand2b_1 | 16 | 100.1 |
| nand2_1 | 87 | 326.6 |
where the power goes:
| group | internal [uW] | leakage [uW] | switching (uW) |
|---|---|---|---|
| logic | 217 | 0.00406 | 222 |
| clock network | 0 | 0 | 0 |
| registers | 0 | 0 | 0 |
No activity file was given, so power comes from the tool's default toggle rates.
